==> /design/flow/config.mk <==
export PLATFORM = sky130hd
export DESIGN_NAME = enable_fixed_square_module
export DESIGN_NICKNAME = enable_fixed_square_module
export VERILOG_FILES = /design/flow/design.v
export SDC_FILE = /design/flow/constraint.sdc
export NUM_CORES = 4
export LEC_CHECK = 1
export CORE_UTILIZATION = 30
==> /design/flow/constraint.sdc <==
current_design enable_fixed_square_module

set clk_period 1.7
set clk_io_pct 0.2

create_clock -name clk0 -period $clk_period [get_ports {clk}]

set non_clock_inputs [all_inputs -no_clocks]
set_input_delay [expr $clk_period * $clk_io_pct] -clock clk0 $non_clock_inputs
set_output_delay [expr $clk_period * $clk_io_pct] -clock clk0 [all_outputs]
==> /design/flow/design.v <==
module enable_fixed_square_module
( clk, rst_n, col_addr_sig, row_addr_sig, fixed_square_map, 
  enable_fixed_square
);
input clk;
input rst_n;
input [10:0] col_addr_sig;
input [10:0] row_addr_sig;
input [359:0] fixed_square_map;
output enable_fixed_square;
reg [359:0] enable_fixed_square_h;
reg [359:0] enable_fixed_square_v;
wire [359:0] enable_fixed_square_360;
wire [13:0] enable_fixed_square_14;
wire enable_fixed_square_w;
reg enable_fixed_square_r;
generate
  genvar i;
  genvar j;
  for(i = 0; i <= 13; i = i + 1)
    begin: iloop
      for(j = 0; j <= 9;  j = j + 1)
        begin: jloop
          always @ ( posedge clk or negedge rst_n )
            begin
              if( !rst_n )
                enable_fixed_square_h[5 + 20 * i + j] <= 1'b0;
              else if( fixed_square_map[5 + 20 * i + j] == 1'b1 )
                begin
                  if( col_addr_sig == 311 + j * 20)
                    enable_fixed_square_h[5 + 20 * i + j] <= 1'b1;
                  else if( col_addr_sig == 330 + j * 20)
                    enable_fixed_square_h[5 + 20 * i + j] <= 1'b0;
                  else 
                    enable_fixed_square_h[5 + 20 * i + j] <= enable_fixed_square_h[5 + 20 * i + j];
                end
              else 
                enable_fixed_square_h[5 + 20 * i + j] <= enable_fixed_square_h[5 + 20 * i + j];
            end
        end
	  end
endgenerate
generate
  genvar m;
  genvar n;
  for(m = 0; m <= 13; m = m + 1)
    begin: mloop
      for(n = 0; n <= 9; n = n + 1)
        begin: nloop
          always @ ( posedge clk or negedge rst_n )
            begin
              if( !rst_n )
                 enable_fixed_square_v[5 + 20 * m + n] <= 1'b0;
              else if( fixed_square_map[5 + 20 * m + n] == 1'b1 )
                 begin
                   if( row_addr_sig == 41 + 20 * m)
                      enable_fixed_square_v[5 + 20 * m + n] <= 1'b1;
                   else if( row_addr_sig == 60 + 20 * m)
                      enable_fixed_square_v[5 + 20 * m + n] <= 1'b0;
                   else 
                      enable_fixed_square_v[5 + 20 * m + n] <= enable_fixed_square_v[5 + 20 * m + n];
                 end
              else 
                 enable_fixed_square_v[5 + 20 * m + n] <= enable_fixed_square_v[5 + 20 * m + n];
            end  
        end
    end
endgenerate  
generate
  genvar x;
  genvar y;
  for(x = 0; x <= 13; x = x + 1)
    begin: xloop
      assign enable_fixed_square_360[(4 + x * 20):(x * 20)] = 5'b00000;
      assign enable_fixed_square_360[(19 + x * 20):(15 + x * 20)] = 5'b00000;
      assign enable_fixed_square_14[x] = | enable_fixed_square_360[(5 + 20 * x + 9):(5 + 20 * x)];
      for(y = 0; y <= 9; y = y + 1)
        begin: yloop
          assign enable_fixed_square_360[5 + 20 * x + y] = enable_fixed_square_v[5 + 20 * x + y] && enable_fixed_square_h[5 + 20 * x + y];
        end
    end
endgenerate
assign enable_fixed_square_360[359:280] = 80'd0;
assign enable_fixed_square_w = | enable_fixed_square_14[13:0];
always @ ( posedge clk or negedge rst_n )
  begin
    if( !rst_n )
       enable_fixed_square_r <= 1'b0;
    else 
       enable_fixed_square_r <= enable_fixed_square_w;
  end      
assign enable_fixed_square = enable_fixed_square_r;
endmodule
==> /design/flow/run.sh <==
#!/bin/bash
# OpenROAD 26Q1-2900-gdf79404cd8, Yosys 0.63+post, stock flow scripts
make -C /OpenROAD-flow-scripts/flow DESIGN_CONFIG=/design/flow/config.mk WORK_HOME=/design/flow/orfs finish
==> commit_impl_results.txt <==
Store results of the implementation flow

- Internal: 11.6 mW
* Slowest stage delay, CP: 380 ps
- Final WS setup: -239 ps
- Status: complete, but fails checks
* Yosys Warn Count: 1
* Predominant post-synthesis flop cell: sky130_fd_sc_hd__dfrtp_1
- The routed design could run at a clock period as short as just under 2000 ps.
- IR analysis of the VDD net gives a maximum drop of 0.627 mV.
- Flip-flops with a built-in enable: 0
- Arrival time at the worst endpoint: approximately 2300 ps
* Dominant cell area share: 58.2%
- Slew at the pin closest to its max-slew limit: 441 ps
- The first TritonRoute pass finished after 5 iterations.
- The wire-length estimate of the detail-placed layout is 32,500 um.
- Dividing total power by cell area gives a power density of 851 nW/um2.
- Nets still carrying antenna violations after routing amount to 0.
- Worst setup path category: flop to flop
- CTS built an H-tree with a depth of 1.
- Clock latency on the worst-skew pair, taken at its later pin, is 560 ps.
- The power report attributes to the sequential group a share of 45.8%.
- The floorplan step set the die width to approximately 200 um.
- For this design, the slowest cell found on the critical path is sky130_fd_sc_hd__dfrtp_1.
* Biggest area cells: sky130_fd_sc_hd__dfrtp_1 (58%), sky130_fd_sc_hd__a22o_1 (22%), sky130_fd_sc_hd__nand2_1 (8.9%), sky130_fd_sc_hd__a22oi_1 (1.9%), sky130_fd_sc_hd__a221oi_1 (1.4%)
- Net Sw Power: 3.32 mW
- Total number of warnings across the stage logs: 248
* Yosys cell types: 28
- The layout report lists the multi-input gate area as 5260 um2.
- In the final report, the number of hold violations comes to 0.
* I/O pin count: 385
- The area taken by sequential standard cells is reported as 7030 um2.
- After synthesis, the mean cell area works out to 11.3 um2.
- Total die area: 41,100 um2
* Cell area after technology mapping: 12,100 um2
- Total detailed-routing wirelength: 46,400 um
* Congestion Overflow GR: 0
- Per the Yosys statistics, synthesis produced 1,068 cells.
- Height of the die: 203 um
- Yosys-reported design area after synthesis: 12,100 um2
- Across all hold checks on the routed design, the worst slack comes to 436 ps.
- After clock tree synthesis, the clock-pin slew on the worst setup and hold paths is 60 ps.
- For the worst setup path, the data required time is 2050 ps.
* Worst-case headroom to the max-slew limit: 70.6%
* Weighted congestion reported at the end of routability-driven placement: 0.924
- Clock tree synthesis inserted a total of 29 buffers.
- Global-route wire length before repair: 66,700 um
- Entering global routing, the biggest net connects between 50 and 60 pins.
- Before placement the cells fill 30.4% of the core.
- Library cell with the largest summed area after synthesis: sky130_fd_sc_hd__dfrtp_1
- Setup repair after global routing missed its margin: yes
- Logic gate share of total power: under 10%
- Violated checks: negative setup slack
- CP startpoint kind: flop
- The number of maximum-capacitance violations recorded for the run is 0.
* Tot GR Track Use: ~23%
* Via count: 10,600
- Root buf cell: sky130_fd_sc_hd__clkbuf_16
* Initial antenna violation count: 1
* Remaining DRCs: 0
- Part of the power in the clock network: 46.6%
- The via count of the first global-routing pass was 10,300.
- Synthesis-to-layout area growth: 45.3%
- Period utilisation layout: 114%
- For this run, the detailed router reports a per-instance via density of 5.39.
- Clock Skews: 12.1 ps
- The critical path maximum fanout is 2.
- LEAKAGE: 7.71 nW
* Routed length per instance: about 24 um
- Diode count: 0
* Clock Path Buffers: 3
- Clock Sink Count: 281
* Worst reg-to-reg setup slack: -240 ps
* Worst path cell trace: a22o_1 > a221oi_2 > nand4_1 > nor4_1 > buf_4 > nand4_1
- The switching portion of total power comes to 22.2%.
- Port Buf Inserts: 164
* Layout cells sized above 1: 20.8%
* Fill cell total of the finished layout: 3,583
- The final max-slew violation count recorded for this run is 0.
* Path class of the lowest-slack min-delay path: input port to asynchronous set/reset pin
- Sequential-to-total area share from yosys stat: 58.2%
* Row cnt: 73
- Detailed-route iteration 0 reported a violation count of roughly 910.
* Cell count after synthesis: 1,068
* Cell mode on critical path: sky130_fd_sc_hd__nand4_1
- Core Footprint: 39,700 um2
* Type of destination of the critical path: flop
- Post-Place Cells: about 1,900
- Timing would allow up to 0.516 GHz.
- Clock tree from TritonCTS: yes
* Power after layout: 14.9 mW
- Once layout is complete, the cells apart from fillers number 1,969.
- Synth async-reset ratio: approximately 100%
* Flops & latches, synth: 281
- Final setup violation count: 1
## timing repair
item	CTS	global route
pin swaps	16	11
resized	22	40
setup endpoints to repair	116	143
hold buffers	2	0
hold endpoints to repair	40	0
setup buffers	1	6
gates cloned	1	2
## worst paths after layout
| check | startpoint | endpoint | cells past startpoint |
|---|---|---|---|
| min reg2reg | enable_fixed_square_v[166] | enable_fixed_square_v[166] | 1 |
| max | enable_fixed_square_v[27] | enable_fixed_square_r | 6 |
| max in group asynchronous | rst_n | enable_fixed_square_h[114] | 3 |
| min in group clk0 | fixed_square_map[106] | enable_fixed_square_v[106] | 3 |
| max reg2reg | enable_fixed_square_v[27] | enable_fixed_square_r | 6 |
| min | rst_n | enable_fixed_square_v[90] | 3 |
## metrics by stage
stage                     setup TNS [ps]  setup slack (ps)  utilization, %  area, um2
final                               -239              -239            44.2      17600
after global routing                -509              -290            44.2      17600
after CTS                           -184              -184            43.6      17300
after detailed placement         -157470              -709            40.6      16100
after global placement           -152980              -700            40.6      16100
after floorplan                    -5130              -124               -      12200
## synth_stat cells, types with 2 or more instances
cell type	instances
sky130_fd_sc_hd__nor2_8	3
sky130_fd_sc_hd__nand2b_1	8
sky130_fd_sc_hd__nor2b_1	5
sky130_fd_sc_hd__clkbuf_1	13
sky130_fd_sc_hd__nor3_2	4
sky130_fd_sc_hd__a221oi_1	20
sky130_fd_sc_hd__a22o_1	300
sky130_fd_sc_hd__a22oi_1	30
sky130_fd_sc_hd__nor4_1	2
sky130_fd_sc_hd__nor2_1	28
sky130_fd_sc_hd__or4_1	5
sky130_fd_sc_hd__nand3_1	13
sky130_fd_sc_hd__nor3_1	10
sky130_fd_sc_hd__nand2_1	287
sky130_fd_sc_hd__nand4_1	18
sky130_fd_sc_hd__buf_2	16
sky130_fd_sc_hd__nand3b_1	7
sky130_fd_sc_hd__nor4_2	9
sky130_fd_sc_hd__dfrtp_1	281
## flip-flops by register name (all words and copies together) (netlist names)
name,cells
enable_fixed_square_v,140
enable_fixed_square_r,1
enable_fixed_square_h,140
## worst max-delay path, delay by kind of cell (launching register included)
kind	cells	cell delay, ps
DFF	1	380
AOI/OAI and AO/OA	2	470
and+or+nand+nor	3	700
buffers and inverters	1	190
## layer usage
metal,up-vias,track usage (%),wire [um]
li1,4799,-,-
met1,5232,33.4,19600
met2,509,33.6,20400
met3,68,10.3,5360
met4,2,3.81,955
met5,-,0,13
## cells in the final DEF (no fill, tap or decap), types with 4 or more instances in the layout
cell,netlist,layout
sky130_fd_sc_hd__nor2_4,0,7
sky130_fd_sc_hd__clkbuf_1,13,4
sky130_fd_sc_hd__a221oi_1,20,16
sky130_fd_sc_hd__nand3_1,13,7
sky130_fd_sc_hd__dlygate4sd2_1,0,7
sky130_fd_sc_hd__dfrtp_1,281,281
sky130_fd_sc_hd__clkinv_2,0,5
sky130_fd_sc_hd__buf_12,0,36
sky130_fd_sc_hd__nand3_2,0,6
sky130_fd_sc_hd__clkbuf_8,0,9
sky130_fd_sc_hd__a22o_1,300,300
sky130_fd_sc_hd__nand3b_1,7,7
sky130_fd_sc_hd__nand4_1,18,18
sky130_fd_sc_hd__clkbuf_16,0,30
sky130_fd_sc_hd__nand2b_1,8,5
sky130_fd_sc_hd__clkdlybuf4s50_1,0,147
sky130_fd_sc_hd__nor2_1,28,15
sky130_fd_sc_hd__a221oi_2,0,4
sky130_fd_sc_hd__nor3_2,4,7
sky130_fd_sc_hd__bufinv_16,0,5
sky130_fd_sc_hd__nor2_2,1,8
sky130_fd_sc_hd__nand2_1,287,286
sky130_fd_sc_hd__dlymetal6s2s_1,0,9
sky130_fd_sc_hd__buf_4,1,142
sky130_fd_sc_hd__nor4_4,1,10
sky130_fd_sc_hd__a22oi_1,30,30
sky130_fd_sc_hd__buf_6,0,7
sky130_fd_sc_hd__nor3_1,10,4
## cell type report
| type | instances | area share (%) |
|---|---|---|
| clock buffer | 42 | 4.92 |
| clock inverter | 11 | 1.05 |
| multi-input combinational | 758 | 29.9 |
| sequential | 281 | 40.0 |
| tap | 525 | 3.74 |
| timing repair buffer | 352 | 20.3 |
## power groups by stage
stage | sequential, mW | clock, mW | combinational (mW)
4_1_cts | 6.85 | 7.03 | 1.12
5_1_grt | 6.85 | 7.30 | 1.22
6_report | 6.85 | 6.96 | 1.13
## logic make-up (layout without fill, tap and decap cells)
family,after synthesis,in the layout,share of synthesized area [%]
compound gates,350,350,25.0
buf+inv,30,405,1.13
flops,281,281,58.2
simple gates,407,408,15.7
Power figures rest on the tool's default switching activity, not on a simulated workload.
