`flow/design.v`:
```
module enable_moving_square
( clk, rst_n, col_addr_sig, row_addr_sig, moving_square_h, moving_square_v, moving_square, 
  enable_moving_square 
);
input clk;
input rst_n;
input [10:0] col_addr_sig;
input [10:0] row_addr_sig;
input [10:0] moving_square_h;
input [10:0] moving_square_v;
input [15:0] moving_square;
output enable_moving_square;
reg [15:0] enable_moving_square_h;
reg [15:0] enable_moving_square_v;
reg [15:0] enable_moving_square_r;
generate
  genvar i;
  for( i = 0; i <= 15; i = i + 1)
    begin: iloop
      always @ ( posedge clk or negedge rst_n )
        begin
          if ( !rst_n )
            enable_moving_square_h[i] <= 1'b0;
          else if ( moving_square[i] == 1'b1 )
            begin
              if ( col_addr_sig == moving_square_h + ( i % 4 ) * 11'd20 + 11'd2 )
                enable_moving_square_h[i] <= 1'b1;
              else if( col_addr_sig == moving_square_h + ( i % 4 ) * 11'd20 + 11'd21 )
                enable_moving_square_h[i] <= 1'b0;
              else 
                enable_moving_square_h[i] <= enable_moving_square_h[i]; 
            end
          else
            enable_moving_square_h[i] <= enable_moving_square_h[i];
        end
    end
endgenerate
generate
  genvar j;
  for( j = 0; j <= 15; j = j + 1)
    begin: jloop
      always @ ( posedge clk or negedge rst_n )
        begin
          if( !rst_n )
            enable_moving_square_v[j] <= 1'b0;
          else if( moving_square[j] == 1'b1 )
            begin
              if( row_addr_sig == moving_square_v + ( j / 11'd04 ) * 11'd20 + 11'd1)
                enable_moving_square_v[j] <= 1'b1;
              else if( row_addr_sig == moving_square_v + ( j / 11'd04 ) * 11'd20 + 11'd20 )
                enable_moving_square_v[j] <= 1'b0; 
              else 
                enable_moving_square_v[j] <= enable_moving_square_v[j];
            end
          else 
            enable_moving_square_v[j] <= enable_moving_square_v[j];
        end
    end
endgenerate
always @ ( posedge clk or negedge rst_n )
  begin 
    if( !rst_n )
      enable_moving_square_r <= 16'b0000_0000_0000_0000;
    else 
      enable_moving_square_r <= enable_moving_square_h & enable_moving_square_v;
  end
assign enable_moving_square = | enable_moving_square_r;
endmodule
```
`flow/config.mk`:
```
export PLATFORM = sky130hd
export DESIGN_NAME = enable_moving_square
export DESIGN_NICKNAME = enable_moving_square
export VERILOG_FILES = /design/flow/design.v
export SDC_FILE = /design/flow/constraint.sdc
export NUM_CORES = 4
export LEC_CHECK = 1
export CORE_UTILIZATION = 40
```
`flow/run.sh`:
```
#!/bin/bash
# OpenROAD 26Q1-2900-gdf79404cd8, Yosys 0.63+post, stock flow scripts
make -C /OpenROAD-flow-scripts/flow DESIGN_CONFIG=/design/flow/config.mk WORK_HOME=/design/flow/orfs finish
```
`flow/constraint.sdc`:
```
current_design enable_moving_square

set clk_period 1.8
set clk_io_pct 0.2

create_clock -name clk0 -period $clk_period [get_ports {clk}]

set non_clock_inputs [all_inputs -no_clocks]
set_input_delay [expr $clk_period * $clk_io_pct] -clock clk0 $non_clock_inputs
set_output_delay [expr $clk_period * $clk_io_pct] -clock clk0 [all_outputs]
```
==> flow report <==
====================================================================================
Result of the run                                                       finished with violations
Violated checks                                                         negative setup slack
Via count of the first global-routing pass                                      7410
Worst-case headroom to the max-slew limit                                      0.622
Number of antenna violations at the first check in global routing                  0
Clock root cell                                                         sky130_fd_sc_hd__clkbuf_16
Fraction of the mapped netlist area in simple logic gates                      0.260
H-tree depth                                                                       2
Die height                                                                    131 µm
Sum of overflow across all layers after global routing                             0
Post-layout minimum cycle time                                               2.48 ns
Residual DRC                                                                       0
Detailed-route vias per instance                                                5.45
Setup crit start kind                                                      input pin
WP data required                                                             1.97 ns
Final Hold Violating Endpoints                                                     0
Number of warnings in the stage logs                                              44
Reg2Reg Depth                                                                      2
Top post-synthesis cells by area                                        sky130_fd_sc_hd__dfrtp_1, sky130_fd_sc_hd__xnor2_1, sky130_fd_sc_hd__xor2_1
Wire length of the first global-routing pass                                38300 µm
Post-Syn Area per Cell                                                      7.71 µm²
Yosys Instances                                                                  857
TritonCTS clock tree                                                           built
Largest area contributor in the netlist                                 sky130_fd_sc_hd__dfrtp_1
Multiplexer share                                                             0.0333
Parity-gate share of the synthesized area counting xor and xnor cells          0.210
Post-route standard cell area excluding fillers                            12100 µm²
Worst Clk Skew                                                           0.000998 ns
Finished Core Util                                                             0.755
Fill cell total of the finished layout                                          1035
Number of clock sinks                                                             48
Number of enable flip-flop cells                                                   0
Startpoint of the worst setup timing path                               moving_square_v[4]
Timing-limited maximum frequency                                             404 MHz
Layout overhead on the synthesized area                                        82.7%
Final Max Tran Viols                                                               0
Crit Path Class                                                         input pin to register
Maximum number of pins on one net before global-route repair                      24
Tcrit/Tclk final                                                                1.38
Count of boundary I/O pins                                                        63
Critical Path Fanout Max                                                           7
Hold-fix buffers, CTS                                                              0
Min setup slack post-route                                                 -0.677 ns
Total cell area at the placement stage                                      9860 µm²
Worst voltage drop across the vdd grid                                        767 µV
Routability congestion estimate from global placement                          0.962
Number of buffers on the longest clock path                                        2
Total detailed-routing wirelength                                           25300 µm
Overall via count from detail_route                                             7936
Hold Crit Class                                                         input pin to asynchronous set/reset pin
Starting DRC count in detailed routing                                           477
Num CTS Buffers                                                                    5
Async set-or-reset flop fraction in the synthesized netlist                     1.00
Worst Max-Slew Pin Slew                                                     0.558 ns
Iteration tally of the first detailed-router pass                                  4
Final setup violation count                                                       32
Worst setup path endpoint                                               enable_moving_square_v[13]$_DFFE_PN0P_
Synth warnings                                                                     1
Cell area after synthesis                                                   6610 µm²
Compound Share, Synth                                                          0.226
Antenna-violating nets left                                                        0
Setup slack of the worst register-to-register path                           0.87 ns
Total number of placement rows                                                    46
Worst-Skew Late Latency                                                      0.28 ns
IO buf count                                                                      62
Combined flip-flop and latch cell area                                      1200 µm²
Largest non-sequential cell family by area                              simple AND/OR/NAND/NOR gates
Core outline area                                                          16000 µm²
Chip area                                                                  17000 µm²
Chip area from the yosys synthesis statistics                               6610 µm²
Count of mapped cells out of synthesis                                           857
Clock slew seen by the registers of the worst setup and hold paths           0.06 ns
Critical path capture point type                                            register
Adder-cell share of the synthesized area                                      0.0435
Destination of the worst register-to-register timing path               enable_moving_square_h[11]$_DFFE_PN0P_
RSZ-0062 raised after global routing                                             yes
Die boundary width                                                            131 µm
Share of layout cells above drive strength 1                                   0.492
Area taken by multi-input logic gates                                       6620 µm²
Pwr per Cell Area                                                         445 nW/µm²
Antenna cell count                                                                 0
Flops & latches, synth                                                            48
Max-cap check violation count                                                      0
Area share of the largest cell type after synthesis                            0.182
Routed length per placed instance                                            17.4 µm
Core Density at Floorplan                                                      0.413
Portion of the post-synthesis area used by sequential elements                 0.182
Standby leakage power                                                        5.03 nW
Most used flip-flop cell                                                sky130_fd_sc_hd__dfrtp_1
Yosys cell types                                                                  75
Data arrival at the endpoint of the critical path                            2.65 ns
Launch point of the worst reg-to-reg path                               enable_moving_square_h[11]$_DFFE_PN0P_
GRT Resource Usage Total                                                       0.295
Placed wire-length estimate                                                 18400 µm
====================================================================================
[flip-flops by register name (all words and copies together) (netlist names)]
name                    cells
enable_moving_square_h     16
enable_moving_square_r     16
enable_moving_square_v     16
[power breakdown]
| part | switching, W | internal [W] | leakage (nW) |
|---|---|---|---|
| Clock | 0.000369 | 0.000730 | 0.0901 |
| Sequential | 0.0000121 | 0.00110 | 0.565 |
| Combinational | 0.00154 | 0.00163 | 4.37 |
[kinds of logic after synthesis]
family / after synthesis
compound gates: 219
xor+xnor: 156
fa+ha+maj: 23
buf+inv: 69
flops: 48
mux: 21
simple gates: 321
[critical path, stage by stage]
cell and delay [ns]:
sky130_fd_sc_hd__buf_8 0.10, sky130_fd_sc_hd__buf_6 0.12, sky130_fd_sc_hd__buf_8 0.14, sky130_fd_sc_hd__buf_6 0.12
sky130_fd_sc_hd__buf_6 0.13, sky130_fd_sc_hd__xor2_2 0.14, sky130_fd_sc_hd__buf_6 0.12, sky130_fd_sc_hd__buf_2 0.15
sky130_fd_sc_hd__o21ai_0 0.24, sky130_fd_sc_hd__nand3_1 0.17, sky130_fd_sc_hd__a2111oi_4 0.38, sky130_fd_sc_hd__buf_4 0.20
sky130_fd_sc_hd__a21boi_2 0.06, sky130_fd_sc_hd__a31o_2 0.21
[cells in the mapped netlist (9+ instances only)]
| cell type | count |
|---|---|
| sky130_fd_sc_hd__nand3_1 | 31 |
| sky130_fd_sc_hd__a21o_1 | 13 |
| sky130_fd_sc_hd__mux2i_1 | 13 |
| sky130_fd_sc_hd__o21ai_0 | 62 |
| sky130_fd_sc_hd__nor2b_1 | 17 |
| sky130_fd_sc_hd__a21oi_1 | 37 |
| sky130_fd_sc_hd__ha_1 | 23 |
| sky130_fd_sc_hd__clkbuf_1 | 22 |
| sky130_fd_sc_hd__o211ai_1 | 10 |
| sky130_fd_sc_hd__nor4_1 | 20 |
| sky130_fd_sc_hd__nor2_1 | 51 |
| sky130_fd_sc_hd__xnor2_1 | 92 |
| sky130_fd_sc_hd__dfrtp_1 | 48 |
| sky130_fd_sc_hd__nand2b_1 | 13 |
| sky130_fd_sc_hd__and2_1 | 19 |
| sky130_fd_sc_hd__inv_1 | 23 |
| sky130_fd_sc_hd__or3_1 | 9 |
| sky130_fd_sc_hd__a31oi_1 | 13 |
| sky130_fd_sc_hd__xor2_1 | 61 |
| sky130_fd_sc_hd__buf_2 | 18 |
| sky130_fd_sc_hd__nor3_1 | 25 |
| sky130_fd_sc_hd__nor4b_1 | 11 |
| sky130_fd_sc_hd__nand2_1 | 71 |
| sky130_fd_sc_hd__nand4_1 | 18 |
[layer usage]
metal,track usage,vias to the layer above,routed length (µm)
met2,0.453,263,11300
li1,-,3868,-
met5,0,-,0
met3,0.0303,34,1500
met1,0.462,3771,12100
met4,0.0399,0,429
[cells in the final DEF (no fill, tap or decap), drive strengths merged, types with 5 or more instances in the layout]
cell type and instances:
a31o 7, inv 23, clkdlybuf4s50 25, mux2 8, o2111ai 7, ha 23
nor4 20, nor2b 17, clkdlybuf4s15 5, dfrtp 48, nand3 31, and3 6
a21boi 6, a31oi 13, nor2 52, a22o 6, nor3 25, o211ai 10
nand2b 13, a21oi 38, o21ai 64, nand3b 5, a21o 13, nand4 18
clkbuf 7, nor3b 7, and2 20, buf 372, xor2 64, dlygate4sd2 16
nand2 71, o31ai 5, a211o 8, or3 9, xnor2 92, nor4b 11
mux2i 13
[final cells by class]
cell class,instances,share of cell area
clock buffers,7,0.0126
flip-flops and latches,48,0.0995
well taps,216,0.0224
clock inverters,1,0.00249
multi-input cells,740,0.548
inverters,23,0.0103
repair buffers,421,0.305
[worst min path at each step]
| stage | slack [ns] | endpoint | cells after the start |
|---|---|---|---|
| finish | 0.01 | enable_moving_square_v[12]$_DFFE_PN0P_ | 1 |
| global route | 0.04 | enable_moving_square_v[14]$_DFFE_PN0P_ | 1 |
| CTS | 0.02 | enable_moving_square_h[14]$_DFFE_PN0P_ | 1 |
[metrics by stage]
step | total power [W] | hold WS [ns] | TNS, ns | std cells | setup WS [ns]
6_report | 0.00538 | 0.0111 | -16.48 | 1456 | -0.677
5_1_grt | 0.00564 | 0.0393 | -18.74 | 1456 | -0.749
4_1_cts | 0.00508 | 0.0202 | -15.29 | 1437 | -0.687
3_5_place_dp | 0.00356 | 0.326 | -46.20 | 1374 | -1.62
3_3_place_gp | 0.00356 | 0.332 | -45.34 | 1374 | -1.56
2_1_floorplan | 0.00248 | 0.0644 | -18.72 | 857 | -0.966
[what timing repair did]
item	CTS	global route
cloned	1	0
setup endpoints to repair	33	32
buffers inserted	55	21
pin swaps	114	80
gates resized	306	100
No activity file was given, so power comes from the tool's default toggle rates.
